===== flow/run.sh =====
#!/bin/bash
# OpenROAD 26Q1-2900-gdf79404cd8, Yosys 0.63+post, stock flow scripts
make -C /OpenROAD-flow-scripts/flow DESIGN_CONFIG=/design/flow/config.mk WORK_HOME=/design/flow/orfs finish

===== flow/config.mk =====
export PLATFORM = sky130hd
export DESIGN_NAME = hvsync_generator
export DESIGN_NICKNAME = hvsync_generator
export VERILOG_FILES = /design/flow/design.v
export SDC_FILE = /design/flow/constraint.sdc
export NUM_CORES = 4
export LEC_CHECK = 1
export CORE_AREA = 10 10 100 100
export DIE_AREA = 0 0 110 110

===== flow/constraint.sdc =====
current_design hvsync_generator

set clk_period 2.9
set clk_io_pct 0.2

create_clock -name clk0 -period $clk_period [get_ports {clk}]

set non_clock_inputs [all_inputs -no_clocks]
set_input_delay [expr $clk_period * $clk_io_pct] -clock clk0 $non_clock_inputs
set_output_delay [expr $clk_period * $clk_io_pct] -clock clk0 [all_outputs]

===== flow/design.v =====
module hvsync_generator(clk, reset, hsync, vsync, display_on, hpos, vpos);
input wire clk;
input wire reset;
output wire hsync, vsync;
output wire display_on;
output reg [8:0] hpos;
output reg [8:0] vpos;
localparam H_DISPLAY    = 256;   
localparam H_BACK       =  23;   
localparam H_FRONT      =   7;   
localparam H_SYNC       =  23;   
localparam V_DISPLAY    = 240;   
localparam V_TOP        =   5;   
localparam V_BOTTOM     =  14;   
localparam V_SYNC       =   3;   
localparam H_SYNC_START = H_DISPLAY + H_FRONT;
localparam H_SYNC_END   = H_DISPLAY + H_FRONT + H_SYNC - 1;
localparam H_MAX        = H_DISPLAY + H_FRONT + H_BACK + H_SYNC - 1;
localparam V_SYNC_START = V_DISPLAY + V_BOTTOM;
localparam V_SYNC_END   = V_DISPLAY + V_BOTTOM + V_SYNC - 1;
localparam V_MAX        = V_DISPLAY + V_BOTTOM + V_SYNC + V_TOP - 1;
wire hmaxxed = (hpos == H_MAX) || reset;
wire vmaxxed = (vpos == V_MAX) || reset;
assign hsync = hpos >= H_SYNC_START && hpos <= H_SYNC_END;
always @(posedge clk)
begin
    if(hmaxxed)
        hpos <=0;
    else
        hpos <= hpos + 1;
end
assign vsync = vpos >= V_SYNC_START && vpos <= V_SYNC_END;
always @(posedge clk)
begin
    if(hmaxxed)
        if(vmaxxed)
            vpos <= 0;
        else   
            vpos <= vpos + 1;
end
assign display_on = (hpos < H_DISPLAY) && (vpos < V_DISPLAY);
endmodule

==> out/qor.yml <==
global_routing:
  grt_max_degree: 17
  antenna_found_initial: 0
  grt_first_pass_wirelength_um: 3660
  gr-usage-all-layers_pct: 3.68
  overflow: 0
  grt_pass1_vias: 754
pwr:
  static-leakage-power_nw: 0.443
  vdd_drop_max_mv: 0.139
  powerDensity_nw_per_um2: 395
run:
  openroad.warnings: 29
  maxCapViolCount: 0
logic_synthesis:
  synthCells: 101
  synth_area_um2: 978
  common_cells: "nor2_1 (10), dfxtp_1 (9), edfxtp_1 (9), a21oi_1 (8), o21ai_0 (7)"
  ys_types: 32
  yosys_cells: 101
  yosys_warnings: 1
  edf_count: 9
  most_common_cell: "nor2_1"
  yosys.stat.seqShare_pct: 46.0
  ff_type: "edfxtp_1"
  synth_top_area_share_pct: 27.6
  async_reset_ff_share_pct: 0
  synth.area.top_cells: "edfxtp_1 (28%), dfxtp_1 (18%), ha_1 (7.7%)"
  synth_flops: 18
  top_area_cell: "edfxtp_1"
  synth_area_per_cell_um2: 9.69
  yosys_area_um2: 978
drt:
  routed_wirelength_um: 2350
  drcViolationCount: 0
  drt-initial-drc-count: 19
  wl_per_cell_um: 10.3
  viasPerCell: 3.57
  diodes: 0
  antenna_left: 0
  vias: 815
  dr.pass1.iters: 4
final_timing:
  fin_crit_sh_pct: 85.4
  finClkSkew_ns: 0.00280
  slew_viol_final: 0
  worst_pin_slew_ns: 0.681
  max_freq_mhz: 404
  setup_violations: 0
  finalHoldViolations: 0
  slew_headroom_pct: 54.6
  layout_setup_ws_ns: 0.422
  rsz0062_at_grt: "no"
  min_period_ns: 2.48
  setup_tns_ns: 0
clock_network:
  clock_path_buffers: 2
  cts.sinks: 18
  cts_buffers: 3
  hold_buffers: 0
  cts_max_level: 1
  postCtsSetupRepairBufs: 0
  cts_tree: "done"
  insertion_delay_ns: 0.25
  clk_pin_slew_ns: 0.07
  postCtsResizedCells: 0
  cts_root_buffer: "clkbuf_8"
floorplan:
  initCoreUtil_pct: 12.5
  rows: 32
  dieWidth_um: 110
  io-pin-count: 23
  coreArea_um2: 7810
  die_area_um2: 12100
  fp.dieH_um: 110
placement:
  preCtsSetupSlack_ns: 0.682
  gp_congestion: 0.797
  port_buffers: 22
  dpl.hpwl_um: 1780
critical_path:
  arrival_ns: 1.90
  critPathLaunchType: "flop"
  crit_type: "reg -> out"
  critPathRequiredTime_ns: 2.32
  crit_fanout: 7
  cp-end-kind: "output pin"
hold_path:
  holdCritPathClass: "reg -> reg"
cells_and_area:
  area_growth_pct: 39.6
  drive_gt1_share_pct: 6.35
run_status:
  status: "complete, no violations"
-- routing by layer --
layer  track usage [%]  share of wire (%)  routed length, um
met1              4.94                 50               1170
met3              2.06                 13                305
met4             0.186                  0                  0
met2              5.33                 37                872
met5                 0                  0                  0
-- final timing paths --
kind / cells past startpoint / start / slack, ns / to
hold reg to reg: 1 / hpos[0]$_SDFF_PP0_ / 0.51 / hpos[0]$_SDFF_PP0_
setup reg to reg: 4 / hpos[8]$_SDFF_PP0_ / 1.14 / hpos[0]$_SDFF_PP0_
setup / recovery: 5 / hpos[0]$_SDFF_PP0_ / 0.42 / hsync
hold / removal: 1 / hpos[0]$_SDFF_PP0_ / 0.51 / hpos[0]$_SDFF_PP0_
-- stage by stage --
step	std cells	hold WS, ns	util (%)	power (W)	cell area, um^2
floorplan	101	0.456	-	0.000332	978
global placement	224	0.491	16.9	0.000370	1320
CTS	228	0.514	17.5	0.000550	1370
finish	228	0.515	17.5	0.000539	1370
global route	228	0.545	17.5	0.000570	1370
detailed placement	224	0.496	16.9	0.000370	1320
-- report_power, final --
group / total, W / switching [W] / internal [W] / leakage, nW
combinational: 0.0000622 / 0.0000251 / 0.0000371 / 0.255
sequential: 0.000302 / 0.0000201 / 0.000281 / 0.165
clock: 0.000175 / 0.0000780 / 0.0000973 / 0.0228
-- worst max-delay path, stage by stage (launching register included) --
cell and delay, ns:
dfxtp_1 0.45, ha_1 0.28, a211oi_1 0.10, nand2_1 0.07, nor4bb_1 0.23, clkdlybuf4s50_1 0.52
-- cell type report --
cell class	count	area, um^2
fillers	879	6440
repair buffers	23	228
well taps	102	128
multi-input cells	75	493
clock buffers	4	45.0
inverters	6	22.5
flip-flops and latches	18	450
-- registers in the layout, indices dropped and copies added (netlist names) --
signal and count:
hpos 9, vpos 9
-- cells by family after synthesis --
group,share of synthesized area (%)
and+or+nand+nor,23.7
AOI/OAI and AO/OA,14.6
DFF,46.0
buffers and inverters,3.58
adders and majority gates,7.67
xor gates and xnor gates,4.48
-- layout by cell type, fill, tap and decap left out, types with 2 or more instances in the layout --
cell	count
xnor2_1	3
nor3b_1	2
xor2_1	2
o31ai_1	2
nand3_1	5
dfxtp_1	9
edfxtp_1	9
or3_1	6
inv_1	6
ha_1	6
clkbuf_8	3
nand4_1	3
nand2_1	6
o21ai_0	7
nor2_1	10
a21oi_1	8
clkdlybuf4s50_1	22
Power figures rest on the tool's default switching activity, not on a simulated workload.
